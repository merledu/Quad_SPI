### flow/design.v
module qspi_transmitter (
    input logic clk_i,
    input logic rst_ni,
    input logic [31:0] p_data_i,
    input logic        t_enb_i,
    input logic        t_load_i,
    input logic        lsb_i,
    output logic [3:0] s_out_o,
    output logic [3:0] s_oeb_o
);
    logic [3:0]  shift_out;
    logic [31:0] temp_reg;
    logic [3:0]  s_oeb;
    always_ff @(negedge clk_i or negedge rst_ni) begin
        if(!rst_ni) begin
            s_oeb_o   <= 4'b1111;
            s_oeb     <= 4'b1111;
            temp_reg  <= '0;
            s_out_o   <= '0;
        end else begin
            s_out_o <= shift_out;
            if(t_load_i) begin
                temp_reg <= p_data_i;
            end else if(t_enb_i) begin
                if(lsb_i) begin
                    temp_reg     <= {4'b0, temp_reg[31:4]};
                end else begin
                     temp_reg     <= {temp_reg[27:0], 4'b0};
                end
            end
        end
    end
    always_comb begin
        if(lsb_i) begin
            shift_out[0] = temp_reg[0];
            shift_out[1] = temp_reg[1];
            shift_out[2] = temp_reg[2];
            shift_out[3] = temp_reg[3];
        end else begin
            shift_out[0] = temp_reg[31];
            shift_out[1] = temp_reg[30];
            shift_out[2] = temp_reg[29];
            shift_out[3] = temp_reg[28];
        end
    end
endmodule
### flow/run.sh
#!/bin/bash
# OpenROAD 26Q1-2900-gdf79404cd8, Yosys 0.63+post, stock flow scripts
make -C /OpenROAD-flow-scripts/flow DESIGN_CONFIG=/design/flow/config.mk WORK_HOME=/design/flow/orfs finish
### flow/config.mk
export PLATFORM = sky130hd
export DESIGN_NAME = qspi_transmitter
export DESIGN_NICKNAME = qspi_transmitter
export VERILOG_FILES = /design/flow/design.v
export SDC_FILE = /design/flow/constraint.sdc
export NUM_CORES = 4
export LEC_CHECK = 1
export CORE_UTILIZATION = 30
### flow/constraint.sdc
current_design qspi_transmitter

set clk_period 1.7
set clk_io_pct 0.2

create_clock -name clk0 -period $clk_period [get_ports {clk_i}]

set non_clock_inputs [all_inputs -no_clocks]
set_input_delay [expr $clk_period * $clk_io_pct] -clock clk0 $non_clock_inputs
set_output_delay [expr $clk_period * $clk_io_pct] -clock clk0 [all_outputs]
==> reports/metrics.csv <==
stage,metric,value,unit
synthesis,yosys_cells,192,
synthesis,edf_count,0,
synthesis,synth_top_area_share,0.407,
grt,grt_start_max_net_pins,37,
synthesis,ys_async_sr_fraction,1.00,
layout,largest_reg_flops,32,
sta,fin_ws,-0.238,ns
detailed_routing,final_antenna_net_count,0,
die,dieArea,7730,µm²
grt,grt_use_met3,0.0181,
sta,hold_viol,0,
sta,clock_skew,0.00553,ns
synthesis,ys.flop_type,dfrtn_1,
synthesis,ys_ff,36,
layout,syn2layout_area_growth,41.3,%
synthesis,synth_area,2210,µm²
grt,grt.total_usage,0.147,
synthesis,yosys.area.top_type,dfrtn_1,
grt,use_met2,0.211,
worst_setup_path,critPathRequiredTime,1.36,ns
synthesis,netlist_instances,192,
worst_setup_path,path_max_fanout,1,
placed_design,portBuffers,40,
layout,logic_area,1170,µm²
clock_tree,cts_root_buf,clkbuf_8,
placed_design,dp_slack,-0.724,ns
synthesis,synth_seq_share,0.407,
worst_setup_path,crit_path_end_kind,primary output,
power_and_ir_drop,power.total,2.24,mW
power_and_ir_drop,power_leakage,1.37,nW
grt,grt_pass1_vias,1638,
worst_setup_path,cpMaxStageDelayCell,dfrtn_1,
layout,n_fill_cell,650,
synthesis,synth.top_cells.by_count,"36 x dfrtn_1, 24 x mux2i_1, 24 x nand2_1, 24 x o211ai_2, 24 x or3b_1",
placed_design,hpwl,3.39,mm
die,dieHeight,87.9,µm
power_and_ir_drop,p_per_area,717,nW/µm²
synthesis,synth.avg_cell_area,11.5,µm²
grt,grt-busiest-layer,met1,
grt,grt_pass1_wl,8.57,mm
die,pin_count,45,
detailed_routing,viasPerCell,4.72,
synthesis,synth.distinct_cells,20,
clock_tree,cts_buffers,5,
placed_design,globalplace.congestion,0.764,
grt,antenna_found_initial,0,
clock_tree,postCtsHoldBufs,0,
worst_setup_path,cp_data_arrival_time,1.60,ns
die,fp-utilization,0.319,
sta,setup_viol,4,
detailed_routing,vias,1608,
clock_tree,cts_tree,done,
sta,grt_setup_unrepaired,true,
clock_tree,clock_latency,0.29,ns
power_and_ir_drop,vdd_ir_drop_max,377,µV
die,coreArea,6940,µm²
detailed_routing,dr.first_iter.drc_count,67,
worst_setup_path,crit_type,reg2out,
synthesis,synth_warnings,1,
detailed_routing,drcViolationCount,0,
worst_setup_path,cp_slowest_stage_delay,0.38,ns
flow_run,warnings,28,
layout,regArea,901,µm²
die,std_cell_rows,30,
synthesis,yosys-stat-area,2210,µm²
outcome,violations,setup timing,
worst_setup_path,path_cells,buf_2,
detailed_routing,antenna_cells,0,
min_path,min_path_type,reg2reg,
die,fp.dieW,87.9,µm
layout,drive_gt1_frac,0.335,
clock_tree,clockBufferDepth,2,
worst_setup_path,path_buffers,1,
synthesis,area_leaders,"dfrtn_1 41%, o211ai_2 14%, mux2i_1 11%",
detailed_routing,drtPass1Iterations,4,
outcome,status,"finished, violations left",
worst_setup_path,worst_path_dominant_cell_family,flip-flops,
grt,grt_use_met1,0.252,
clock_tree,htree_levels,2,
grt,grt_remaining_overflow,0,
clock_tree,clock_sinks,36,
detailed_routing,routed_wl,5.15,mm
worst_setup_path,start_kind,register,
detailed_routing,wl_per_cell,15.1,µm
layout,final_core_util,0.450,
synthesis,top_cell,dfrtn_1,
sta,maxSlewViolCount,0,
flow_run,drv_cap,0,
clock_tree,clk_pin_slew,0.05,ns
## per-stage QoR
step | TNS (ns) | area (µm²) | std cells | hold WS [ns]
2_1_floorplan | -4.89 | 2260 | 195 | 0.442
3_3_place_gp | -25.06 | 2790 | 323 | 0.495
3_5_place_dp | -25.05 | 2790 | 323 | 0.488
4_1_cts | -0.961 | 3040 | 338 | 0.499
5_1_grt | -1.18 | 3130 | 341 | 0.517
6_report | -0.923 | 3130 | 341 | 0.495
## worst paths after layout
check,start,slack [ns],endpoint,depth (start not counted)
max,s_out_o[0],-0.24,s_out_o[0],1
min,temp_reg[1],0.49,s_out_o[1],1
max reg2reg,temp_reg[23],0.78,temp_reg[23],2
min reg2reg,temp_reg[1],0.49,s_out_o[1],1
max in group asynchronous,rst_ni,0.30,temp_reg[1],2
min in group asynchronous,rst_ni,1.16,s_out_o[3],2
## kinds of logic (layout without fill, tap and decap cells)
logic type,Yosys count,in the layout,synth area share
simple gates,73,73,0.206
other cells,1,4,0.00169
mux,28,28,0.129
compound gates,32,32,0.158
flops,36,36,0.407
buf+inv,22,72,0.0978
## power breakdown
part	internal (mW)	leakage [nW]	total, mW	switching [mW]
Sequential	0.960	0.433	1.04	0.0810
Combinational	0.345	0.883	0.554	0.210
Clock	0.361	0.0503	0.646	0.286
## layout by cell type, fill, tap and decap left out, types with 5 or more instances in the layout
cell and count:
buf_12 14, clkbuf_8 7, o211ai_2 24, nand2_1 24, dfrtn_1 36, buf_6 5
clkdlybuf4s50_1 33, or3b_4 9, or3b_1 15, nand2b_1 8, a31oi_1 8, mux2i_1 21
nor2b_1 6
## per-layer routing
| metal | vias up | share of wire |
|---|---|---|
| met4 | 0 | 0.0089 |
| li1 | 795 | - |
| met1 | 769 | 0.53 |
| met3 | 6 | 0.038 |
| met2 | 38 | 0.42 |
| met5 | - | 0 |
## final cells by class
| type | count | area share |
|---|---|---|
| multi-input combinational | 137 | 0.375 |
| sequential | 36 | 0.288 |
| timing repair buffer | 64 | 0.266 |
| tap | 96 | 0.0384 |
| clock buffer | 7 | 0.0308 |
| inverter | 1 | 0.00200 |
## repair_timing
| item | in CTS | in global routing |
|---|---|---|
| buffers inserted | 5 | 3 |
| cloned | 3 | 0 |
| gates resized | 35 | 19 |
| setup endpoints to repair | 37 | 25 |
| pin swaps | 3 | 10 |
No activity file was given, so power comes from the tool's default toggle rates.
