==> flow/constraint.sdc <==
current_design clk_counter

set clk_period 11.8
set clk_io_pct 0.2

create_clock -name clk0 -period $clk_period [get_ports {clk_i}]

set non_clock_inputs [all_inputs -no_clocks]
set_input_delay [expr $clk_period * $clk_io_pct] -clock clk0 $non_clock_inputs
set_output_delay [expr $clk_period * $clk_io_pct] -clock clk0 [all_outputs]
==> flow/design.v <==
module clk_counter #(
    parameter WIDTH = 32
)(
    input logic clk_i,
    input logic rst_ni,
    input logic enable_i,
    input logic clear_i,
    input logic [WIDTH-1:0] max_count_i,
    input logic [WIDTH-1:0]  incr_val_i,
    output logic [WIDTH-1:0] clk_count_o
);
    always_ff @(posedge clk_i or negedge rst_ni) begin
        if(!rst_ni) begin
            clk_count_o <= '0;
        end else begin
            if(enable_i && ~(clk_count_o == max_count_i)) begin
                clk_count_o <= clk_count_o + incr_val_i;
            end else if (enable_i && (clk_count_o == max_count_i)) begin
                clk_count_o <= clk_count_o;
            end else if (clear_i) begin
                clk_count_o <= '0;
            end
        end
    end
endmodule
==> flow/run.sh <==
#!/bin/bash
# OpenROAD 26Q1-2900-gdf79404cd8, Yosys 0.63+post, stock flow scripts
make -C /OpenROAD-flow-scripts/flow DESIGN_CONFIG=/design/flow/config.mk WORK_HOME=/design/flow/orfs finish
==> flow/config.mk <==
export PLATFORM = sky130hd
export DESIGN_NAME = clk_counter
export DESIGN_NICKNAME = clk_counter
export VERILOG_FILES = /design/flow/design.v
export SDC_FILE = /design/flow/constraint.sdc
export NUM_CORES = 4
export LEC_CHECK = 1
export CORE_UTILIZATION = 50
==> reports/results.ini <==
[run_status]
status=finished clean

[global_route]
antenna_found_initial=0
grt_max_degree=62
grt_pass1_vias=3070
grt_overflow_total=0
grt_pass1_wl_mm=15.1
grt.total_usage_pct=27.6

[drt]
drt-wirelength-per-cell_um=16.1
drt_iter0_drc=126
drt-pass1-iter-count=5
drc=0
via_per_inst=5.85
wirelength_mm=9.05
ant_nets=0
vias=3299
diodes=0

[timing]
period_used_pct=44.1
finalHoldViolCount=0
tightest_slew_ns=0.567
setup_violations=0
setup-tns-final_ns=0
post-route-min-period_ns=5.21
slew_viol_final=0
rsz0062_at_grt=false
fmax_mhz=192
slew_headroom_pct=62.2
skew_ns=0.0108

[yosys]
ys_seq_share_pct=24.5
synth_cell_types=49
synth_cells=393
top_cell_area_share_pct=24.5
edf_count=0
synthTopCellsByArea=dfrtp_1 (24%), ha_1 (12%), xor2_1 (11%)
synth_area_per_cell_um2=8.32
yosys_area_mm2=0.00327
synth-warning-count=1
common_cells=xor2_1 (41), nand3_1 (39), a21oi_1 (38)
netlist_area_mm2=0.00327
top_cell=xor2_1
largest_area_cell=dfrtp_1
flop_cell=dfrtp_1
ys.flops=32
synthArstFlopShare_pct=100
ys_cells=393

[setup_path]
path_cells=clkdlybuf4s50_1 > ha_1 > inv_1 > fa_1 > and2b_1 > o21ai_2 > a2111oi_4 > nor2_2 > a2111o_1 > and2_4 > o2111a_1 > a211o_1
critPathRequiredTime_ns=11.98
start_kind=input pin
endpoint_kind=register
worstPathMaxFanout=5
max_stage_delay_ns=0.46
cp_top_family=AND-OR/OR-AND gates
critPathKind=in2reg
critPathArrivalTime_ns=5.38
crit_buf_inv=2
slowest_stage=clkdlybuf4s50_1

[final_layout]
layout.filler_cells=529
largest_reg_flops=32
drive_above_1_share_pct=3.90
regMostFlops=clk_count_o
fin_cells=564
syn_to_final_growth_pct=35.4
final_area_mm2=0.00443
top_regs=clk_count_o (32)

[place]
placed_cell_area_mm2=0.00433
portBuffers=99
dp.cells=557
dp_hpwl_mm=6.85
place_congestion=0.959

[clocking]
clk_latency_ns=0.29
cts_buffers=5
path_clk_slew_ns=0.07
cts.hold.buffers_added=0
post-cts-setup-buffers=0
cts_buffer_depth=2
cts_tree=built
cts_sinks=32
ctsResizeCount=0
htreeDepth=2
root_buffer=clkbuf_8

[die]
row_count=29
fp.dieW_um=82.9
core_mm2=0.00635
die_height_um=82.9
ios=100
fp_util_pct=51.5
die_area_mm2=0.00687

[power]
cellPowerDensity_mw_per_mm2=223
power.leakage_nw=2.02
vdd_drop_max_mv=0.138
report.power.total_w=0.000987

[job]
tool_warnings=26
drv_cap=0

[hold_path]
hold_class=reg2reg

## cells by family (layout without fill, tap and decap cells)
family          count (synthesis)  after routing  share of synthesized area, %
flops                          32             32                          24.5
compound gates                136            136                          27.8
xor+xnor                       49             49                          13.1
mux                             2              2                         0.612
simple gates                  118            118                          18.7
fa+ha+maj                      32             32                          12.5
buf+inv                        24            118                          2.87
## power by group
| group | internal [W] | leakage [nW] | switching [W] |
|---|---|---|---|
| Clock | 0.0000520 | 0.0503 | 0.0000432 |
| Combinational | 0.000341 | 1.58 | 0.000315 |
| Sequential | 0.000162 | 0.397 | 0.0000733 |
## placed cells by master (no fill, tap or decap), drive strengths merged, types with 3 or more instances in the layout
cell type / netlist / routed
o21bai: 3 / 3
a31oi: 3 / 3
xor2: 41 / 41
or2: 3 / 3
dfrtp: 32 / 32
a41oi: 3 / 3
a21oi: 38 / 38
nor4: 9 / 9
o21ai: 27 / 27
nor2: 11 / 11
nand2b: 4 / 4
a21boi: 4 / 4
a211o: 4 / 4
nand3: 39 / 39
inv: 9 / 9
nand2: 24 / 24
ha: 31 / 31
clkbuf: 11 / 7
o21a: 5 / 5
nor3: 3 / 3
o31ai: 8 / 8
and2: 3 / 3
xnor2: 8 / 8
and3: 11 / 11
buf: 4 / 3
nand4: 3 / 3
o211ai: 6 / 6
clkdlybuf4s50: 0 / 99
a21o: 26 / 26
## path summary, 6_finish.rpt
kind	startpoint	to	slack (ns)	cells after the start
max	incr_val_i[0]	clk_count_o[26]$_DFFE_PN0P_	6.59	12
min	clk_count_o[31]$_DFFE_PN0P_	clk_count_o[31]$_DFFE_PN0P_	0.55	1
max reg2reg	clk_count_o[0]$_DFFE_PN0P_	clk_count_o[26]$_DFFE_PN0P_	8.70	11
min reg2reg	clk_count_o[31]$_DFFE_PN0P_	clk_count_o[31]$_DFFE_PN0P_	0.55	1
max in group asynchronous	rst_ni	clk_count_o[31]$_DFFE_PN0P_	8.99	2
min in group asynchronous	rst_ni	clk_count_o[7]$_DFFE_PN0P_	2.49	2
## stage by stage
step | setup WS (ns) | utilization (%) | hold slack (ns)
5_1_grt | 6.49 | 69.7 | 0.563
4_1_cts | 6.61 | 69.7 | 0.552
3_5_place_dp | 6.32 | 68.2 | 0.543
2_1_floorplan | 6.95 | - | 0.465
6_report | 6.59 | 69.7 | 0.552
3_3_place_gp | 6.36 | 68.2 | 0.529
## cell type report
| cell class | instances | area, um^2 | share of cell area [%] |
|---|---|---|---|
| Timing Repair Buffer | 102 | 1010 | 22.9 |
| Multi-Input combinational cell | 337 | 2390 | 53.9 |
| Tap cell | 77 | 96.3 | 2.18 |
| Sequential cell | 32 | 801 | 18.1 |
| Clock buffer | 7 | 96.3 | 2.18 |
| Inverter | 9 | 33.8 | 0.763 |
## metal layers
metal / global-route usage (%) / routed length, um / vias up
met3: 5.35 / 567 / 8
met2: 43.0 / 4090 / 106
met1: 42.8 / 4320 / 1522
met4: 2.35 / 74 / 0
met5: 0 / 0 / -
li1: - / - / 1663
Power is estimated from default activity; no workload was simulated.
