==> design.v <==
module qspi_rx_shift(
  input  logic        clk_i,
  input  logic        rst_ni,
  input  logic [3:0]  qsd_i,
  input  logic        lsb,
  input  logic        msb,
  input  logic        valid,
  output logic [31:0] data_o
);
  logic [31:0] data_reg;
  always @(posedge clk_i or negedge rst_ni) begin
    if(!rst_ni) begin
      data_reg <= '0;
    end
    else if (valid) begin
      if(lsb) begin
        data_reg  <= {data_reg[27:0], qsd_i};
      end
      else if (msb) begin
        data_reg <= {qsd_i, data_reg[31:4]};
      end
    end
  end
  assign data_o = data_reg;
endmodule
==> run.sh <==
#!/bin/bash
# OpenROAD 26Q1-2900-gdf79404cd8, Yosys 0.63+post, stock flow scripts
make -C /OpenROAD-flow-scripts/flow DESIGN_CONFIG=/design/flow/config.mk WORK_HOME=/design/flow/orfs finish
==> config.mk <==
export PLATFORM = sky130hd
export DESIGN_NAME = qspi_rx_shift
export DESIGN_NICKNAME = qspi_rx_shift
export VERILOG_FILES = /design/flow/design.v
export SDC_FILE = /design/flow/constraint.sdc
export NUM_CORES = 4
export LEC_CHECK = 1
export CORE_UTILIZATION = 30
==> constraint.sdc <==
current_design qspi_rx_shift

set clk_period 1.6
set clk_io_pct 0.2

create_clock -name clk0 -period $clk_period [get_ports {clk_i}]

set non_clock_inputs [all_inputs -no_clocks]
set_input_delay [expr $clk_period * $clk_io_pct] -clock clk0 $non_clock_inputs
set_output_delay [expr $clk_period * $clk_io_pct] -clock clk0 [all_outputs]
==> reports/results.ini <==
[status]
status = finished clean

[setup_path]
r2r_start = data_reg[25]$_DFFE_PN0P_
endpoint_kind = output port
cp.depth = 1
crit_family = buffers and inverters
worstPathRequired_ns = 1.28
r2r_cells = 2
ff2ff_setup_slack_ns = 0.73
cp_slowest_cell = clkdlybuf4s50_1
crit_chain = clkdlybuf4s50_1
r2r-end = data_reg[21]$_DFFE_PN0P_
crit_end = data_o[18]
critical_path_arrival_ns = 1.22
cp_num_buf_inv = 1
crit_path_start = data_reg[18]$_DFFE_PN0P_
critical_path_peak_fanout = 5
worstSetupStartpointType = flip-flop
criticalPathCategory = reg -> out
critPathMaxStageDelay_ns = 0.50

[grt]
overflow = 0
use_met1_pct = 28.9
grt_use_met2_pct = 26.3
grt_pass1_vias = 1491
grt_max_degree = 40
grt_use_total_pct = 17.9
antenna_found_initial = 0
busiest_layer = met1
grt_use_met3_pct = 4.02
grt_pass1_wl_um = 7470

[power_and_ir_drop]
clkPwrFrac_pct = 23.5
switchingPower_uw = 833
p_per_area_nw_per_um2 = 1250
swShare_pct = 30.2
ir_drop_uv = 549
p_leak_uw = 0.000772
power.internal_uw = 1920
p_seq_share_pct = 48.2
combPwrFrac_pct = 28.3

[synthesis]
syn_inst = 184
yosysWarnings = 1
area_leaders = dfrtp_1 (50%), nor3_1 (29%), o22ai_1 (12%)
synth-seq-cells = 32
synthesis.area_um2 = 1610
ys_types = 14
yosys_area_um2 = 1610
synth.avg_cell_area_um2 = 8.77
ys_cells = 184
synth_top_area_share_pct = 49.7
top_area_cell = dfrtp_1
postSynthSeqShare_pct = 49.7

[routing]
drc = 0
totalWireLength_um = 4520
ant_nets = 0
drt_iter0_drc = 93
drt_pass1_iterations = 4
avgViaCountPerCell = 5.41
n_antenna_cell = 0
route.vias.total = 1581
wl_per_cell_um = 15.5

[clock_tree]
numClockSinks = 32
insertion_delay_ns = 0.28
ctsHtreeMaxLevel = 2
cts_resized = 0
hold_buffers = 0
cts_setup_buffers = 0
root_buffer = clkbuf_8
cts_buffer_depth = 2
numCtsBuffers = 5
path_clk_slew_ns = 0.07
cts_tree = done

[die]
fp.dieW_um = 75.3
core_um2 = 5140
floorplan.core_util_pct = 31.4
rows = 26
die_area_um2 = 5670
ioPinCount = 41
dieHeight_um = 75.3

[final_timing]
fmax_mhz = 649
finClkSkew_ns = 0.00660
fin_hold_ws_ns = 0.406
hold_viol = 0
period_used_pct = 96.3
grt_setup_unrepaired = no
relSlewSlack_pct = 78.1
min_period_ns = 1.54
setup_violations = 0
final_max_slew_viol_count = 0
worstMarginPinSlew_ns = 0.326

[final_layout]
largest_register_ffs = 32
areaGrowthSynthToFinish_pct = 37.0
final_cell_mix = nor3_1 (93), clkdlybuf4s50_1 (39), o22ai_1 (31)
drive_above_1_share_pct = 10.4
final_area_um2 = 2210
n_fill_cell = 547
lay_top_count = nor3_1
utilization_pct = 43.0

[placed_design]
place.gp.congestion = 0.861
dpl-instance-area_um2 = 2110
portBuffers = 40
dp_hpwl_um = 2880

[run]
warnings = 25
maxCapViolCount = 0

[worst_hold_path]
hold_path.class = in -> async

## area by class of cell
class	instances	area, µm²	area share, %
multi-input combinational	130	694	31.4
clock buffer	8	90.1	4.08
inverter	1	3.75	0.170
timing repair buffer	51	528	23.9
tap	70	87.6	3.96
sequential	32	806	36.5
## through the flow
stage / power, µW / setup TNS [ns] / setup slack, ns / instances
after floorplan: 1530 / 0 / 0.541 / 184
after global placement: 2110 / -0.0262 / -0.0262 / 284
after detailed placement: 2120 / -0.0404 / -0.0404 / 284
after CTS: 2770 / 0 / 0.0335 / 292
after global routing: 2950 / 0 / 0.00326 / 292
final: 2750 / 0 / 0.0594 / 292
## cell families (layout without fill, tap and decap cells)
group,after synthesis,after routing,share of synthesized area [%]
simple gates,96,96,29.9
compound gates,34,34,13.1
flops,32,32,49.7
buf+inv,22,60,7.29
## how the worst min path moves through the flow
stage | start | to | slack (ns) | cells past startpoint
CTS | rst_ni | data_reg[23]$_DFFE_PN0P_ | 0.42 | 2
global route | rst_ni | data_reg[1]$_DFFE_PN0P_ | 0.43 | 2
finish | rst_ni | data_reg[20]$_DFFE_PN0P_ | 0.41 | 2
## cell usage after synthesis
cell      number
a21oi_1        1
buf_2         15
buf_4          4
clkbuf_1       1
clkbuf_2       1
dfrtp_1       32
inv_1          1
nand2_1        1
nand2_2        1
nand3b_1       1
nor3_1        93
o21ai_0        1
o22ai_1       31
o31ai_1        1
## power groups by stage
stage | Combinational [µW] | Clock, µW | Sequential [µW]
4_1_cts | 792 | 661 | 1320
5_1_grt | 877 | 704 | 1370
6_report | 780 | 648 | 1330
## metal layers
layer | share of wire [%] | wire length, µm
met1 | 49 | 2220
met2 | 44 | 2010
met3 | 6.0 | 271
met4 | 0.49 | 22
met5 | 0 | 0
Power is estimated from default activity; no workload was simulated.
